$ cat flow/config.mk
export PLATFORM = sky130hd
export DESIGN_NAME = Wishbone_master
export DESIGN_NICKNAME = Wishbone_master
export VERILOG_FILES = /design/flow/design.v
export SDC_FILE = /design/flow/constraint.sdc
export NUM_CORES = 4
export LEC_CHECK = 1
export CORE_AREA = 10 10 96 96
export DIE_AREA = 0 0 106 106
$ cat flow/constraint.sdc
current_design Wishbone_master

set clk_period 1.1
set clk_io_pct 0.2

create_clock -name clk0 -period $clk_period [get_ports {clk}]

set non_clock_inputs [all_inputs -no_clocks]
set_input_delay [expr $clk_period * $clk_io_pct] -clock clk0 $non_clock_inputs
set_output_delay [expr $clk_period * $clk_io_pct] -clock clk0 [all_outputs]
$ cat flow/design.v
module Wishbone_master (
  input wire clk,
  input wire rst,
  output reg wb_cyc_o,
  output reg wb_stb_o,
  output reg wb_we_o,
  output reg [31:0] wb_adr_o,
  output reg [31:0] wb_dat_o,
  input wire [31:0] wb_dat_i,
  input wire wb_ack_i,
  input wire fifo_read_en,
  input wire fifo_write_en,
  input wire fifo_empty,
  input wire [31:0] fifo_data_in,
  output reg [31:0] fifo_data_out
);
  reg [2:0] state;
  reg [2:0] next_state;
  localparam IDLE       = 3'b000;
  localparam READ_REQ   = 3'b001;
  localparam READ_RESP  = 3'b010;
  localparam WRITE_REQ  = 3'b011;
  localparam WRITE_RESP = 3'b100;
  always @(posedge clk or posedge rst) begin
    if (rst == 1'b1) begin
      state <= IDLE;
    end else begin
      state <= next_state;
    end
  end
  always @(*) begin
    next_state = state;
    case (state)
      IDLE: begin
        wb_cyc_o = 0;
    	wb_stb_o = 0;       
        if (fifo_read_en && !fifo_empty) begin
          next_state = READ_REQ;
        end else if (fifo_write_en && !fifo_empty)
          next_state = WRITE_REQ;
      end
      READ_REQ: begin
        wb_cyc_o = 1;
        wb_stb_o = 1;
        wb_we_o = 0;   
        wb_adr_o = fifo_data_in;
        next_state = READ_RESP;
      end
      READ_RESP: begin
        if (wb_ack_i) begin
          fifo_data_out = wb_dat_i;
          next_state = IDLE;
        end
      end
      WRITE_REQ: begin
        wb_cyc_o = 1;
        wb_stb_o = 1;
        wb_we_o = 1;   
        next_state = WRITE_RESP;
      end
      WRITE_RESP: begin
        if (wb_ack_i) begin
          next_state = IDLE;
        end
      end
      default: begin
        next_state = IDLE;
      end
    endcase
  end
endmodule
$ cat flow/run.sh
#!/bin/bash
# OpenROAD 26Q1-2900-gdf79404cd8, Yosys 0.63+post, stock flow scripts
make -C /OpenROAD-flow-scripts/flow DESIGN_CONFIG=/design/flow/config.mk WORK_HOME=/design/flow/orfs finish
==> impl_metrics.tcl <==
# collected from the flow reports
set metrics [dict create \
    status "completed" \
    yosys_area_um2 1460 \
    logic_area_um2 196 \
    critPathRequiredTime_ns 1.21 \
    ys_warn_count 33 \
    hold_path.class "in -> async" \
    die-area_um2 11200 \
    fin_worst_skew_ns 0.00171 \
    untimed_endpoints 133 \
    rows 31 \
    setup_viol 0 \
    max_freq_ghz 1.15 \
    diodes 0 \
    critPathArrivalTime_ns 0.97 \
    cts_htree_levels 1 \
    die_w_um 106 \
    critPathMaxFanout 3 \
    critPathLaunchType "input pin" \
    cts_buffers 3 \
    fin_crit_ns 0.867 \
    synth.distinct_cells 17 \
    gr-usage-all-layers_pct 8.47 \
    syn2layout_area_growth_pct 96.6 \
    synthAdderAreaFrac_pct 0 \
    grt_max_degree 34 \
    most-common-layout-cells "clkdlybuf4s50_1 (136), dlxtn_1 (34), conb_1 (32), dlxtp_1 (32), dfrtp_1 (4)" \
    ios 169 \
    cts_tree "yes" \
    die_y_um 106 \
    post_cts_resized 0 \
    vdd_drop_max_mv 0.785 \
    avgSynthCellArea_um2 12.3 \
    antenna_found_initial 0 \
    tightest_slew_ns 0.823 \
    wl_mm 5.08 \
    hold_viol 0 \
    finalMaxSlewViolations 0 \
    xor_share_pct 0 \
    core_um2 7210 \
    grt_pass1_vias 1267 \
    wl_per_cell_um 14.3 \
    p_per_area_nw_per_um2 430 \
    path_class "in -> reg" \
    first_pass_iters 3 \
    dp_hpwl_mm 4.60 \
    drive_above_1_share_pct 3.50 \
    routabilityCongestion 0.761 \
    first_iter_violations 17 \
    cts_setup_buffers 0 \
    p_leak_nw 1.31 \
    placed_cell_area_um2 2820 \
    synthCells 118 \
    vias 1182 \
    ys_ff 71 \
    io_buffers 136 \
    hold_buffers 0 \
    seq_area_um2 1120 \
    fillers 706 \
    maxCapViolCount 0 \
    unclocked_pins 66 \
    clock_path_buffers 2 \
    lay_top_count "clkdlybuf4s50_1" \
    top_logic_kind "buffers and inverters" \
    finalSetupTns_ns 0 \
    tool_warnings 25 \
    path_clk_slew_ns 0.03 \
    rsz0062_at_grt "false" \
    avgViaCountPerCell 3.32 \
    max_slew_margin_pct 45.0 \
    drc_errors 0 \
    design_area_um2 2860 \
    clk_latency_ns 0.22 \
    mux_area_share_pct 0 \
    cp-end-kind "flop" \
    synthSimpleGateAreaFrac_pct 3.01 \
    syn_area_um2 1460 \
    whs_ns 0.193 \
    grt-ovfl-total 0 \
    yosys.area_share.aoi_pct 2.23 \
    cts_root_buf "clkbuf_8" \
    fp_util_pct 20.2 \
    yosys-stat-cells 118 \
    ant_nets 0 \
    grt_pass1_wl_mm 7.56 \
    period_used_pct 78.9 \
]
-- layer usage --
| layer | routed length (um) | share of wire, % | vias to the layer above | global-route usage, % |
|---|---|---|---|---|
| li1 | - | - | 570 | - |
| met1 | 1680 | 33 | 542 | 8.51 |
| met2 | 2900 | 57 | 68 | 16.7 |
| met3 | 468 | 9.2 | 2 | 3.18 |
| met4 | 29 | 0.57 | 0 | 0.484 |
| met5 | 0 | 0 | - | 0 |
-- worst max-delay path, cell delays in order --
cell             delay [ns]
clkdlybuf4s50_1        0.48
inv_1                  0.07
a21o_2                 0.21
-- stage by stage --
| stage | setup WS, ns | std cells | utilization, % | total power, W |
|---|---|---|---|---|
| 2_1_floorplan | 0.192 | 149 | - | 0.000570 |
| 3_3_place_gp | 0.0114 | 352 | 39.1 | 0.000905 |
| 3_5_place_dp | 0.00844 | 352 | 39.1 | 0.000912 |
| 4_1_cts | 0.236 | 356 | 39.7 | 0.00126 |
| 5_1_grt | 0.198 | 356 | 39.7 | 0.00131 |
| 6_report | 0.233 | 356 | 39.7 | 0.00123 |
-- cell type report --
type                       instances  share of cell area, %
clock buffer                       4                   1.57
sequential                        71                   39.0
tap                               99                   4.33
inverter                           3                  0.393
timing repair buffer             137                   47.8
multi-input combinational         42                   6.86
-- path summary, 6_finish.rpt --
path | startpoint | end | slack [ns] | depth (start not counted)
min in group clk0 | state[3]$_DFF_PP0_ | state[2]$_DFF_PP0_ | 0.45 | 1
hold / removal | rst | state[1]$_DFF_PP0_ | 0.19 | 2
setup / recovery | wb_ack_i | state[1]$_DFF_PP0_ | 0.23 | 3
hold reg to reg | state[3]$_DFF_PP0_ | state[2]$_DFF_PP0_ | 0.45 | 1
setup reg to reg | state[0]$_DFF_PP1_ | state[4]$_DFF_PP0_ | 0.27 | 1
max in group asynchronous | rst | state[0]$_DFF_PP1_ | 0.67 | 2
-- cells in the mapped netlist, drive strengths merged --
master,number,area (um2)
a21o,2,16.3
and3b,1,8.76
and4bb,1,12.5
buf,33,248
conb,1,3.75
dfrtp,4,100
dfstp,1,26.3
dlxtn,34,510
dlxtp,32,480
inv,3,11.3
nand2,1,3.75
nor2,2,10.0
o21bai,1,7.51
o2bb2ai,1,8.76
or2,1,8.76
-- registers in the layout, indices dropped and copies added (netlist names) --
name	count
fifo_data_out	32
state	5
wb_adr_o	32
wb_cyc_o	1
wb_we_o	1
-- where the power goes --
part	switching, W	internal [W]	total (W)
Sequential	0.0000333	0.000410	0.000443
Combinational	0.000108	0.000346	0.000454
Clock	0.0000851	0.000248	0.000333
-- kinds of logic after synthesis --
group                  after synthesis
flip-flops                           5
other                                1
latches                             66
AND/OR/NAND/NOR                      6
buffers and inverters               36
AND-OR/OR-AND                        4
No activity file was given, so power comes from the tool's default toggle rates.
